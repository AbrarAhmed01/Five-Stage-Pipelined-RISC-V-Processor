==> ./design.v <==
`timescale 1ns / 1ps
module control_unit(
    input [8:0]Inst,
    output logic PCSel,
    output logic [2:0]ImmSel,
    output logic BSel,
    output logic [3:0]ALUSel,
    output logic MemRW,
    output logic RegWEn,
    output logic [1:0]WBSel
    );
    always@(*)
    begin
        if(Inst[4:0] == 12)
        begin
            ALUSel = {Inst[7:5], Inst[8]};
        end
        else if(Inst[4:0] == 4 && Inst[7:5] == 3'b101)
        begin
            ALUSel = {Inst[7:5], Inst[8]};
        end
        else if(Inst[4:0] == 4)
        begin
            ALUSel = {Inst[7:5], 1'b0};
        end
        else if(Inst[4:0] == 5'b01101)	 
        begin
            ALUSel = {1'b0, Inst[4:2]};
        end
        else
        begin
            ALUSel = 4'b0000;
        end
    end
    always@(*)
    begin
        if(Inst[4:0] == 12)
        begin
            BSel = 1'b0;
        end
        else
        begin
            BSel = 1'b1;
        end
    end
    always@(*)
    begin
        if(Inst[4:0] == 0)
        begin
            WBSel = 1'b00;
        end
        else if(Inst[4:0] == 25 || Inst[4:0] == 27)
        begin
            WBSel = 2'b10;
        end
        else
        begin
            WBSel = 1'b1;
        end
    end
    always@(*)
    begin
        if(Inst[4:0] == 8)
        begin
            MemRW = 1'b1;
        end
        else
        begin
            MemRW = 1'b0;
        end
    end
    always @(*)
    begin
        if(Inst[4:0] == 8 || Inst[4:0] == 24)
        begin
            RegWEn = 1'b0;
        end
        else
        begin
            RegWEn = 1'b1;
        end
    end
    always@(*)
    begin
        if(Inst[4:0] == 8)                   
        begin
            ImmSel = 3'b000;
        end
        else if(Inst[4:0] == 27)             
        begin
            ImmSel = 3'b001;
        end
        else if(Inst[4:0] == 24)              
        begin
            ImmSel = 3'b010;
        end
        else if(Inst[4:0] == 13 ||Inst[4:0] == 5)     
        begin
            ImmSel = 3'b011;
        end
        else                         
        begin
            ImmSel = 3'b100;
        end
    end
endmodule
==> ./run.sh <==
#!/bin/bash
# OpenROAD 26Q1-2900-gdf79404cd8, Yosys 0.63+post, stock flow scripts
make -C /OpenROAD-flow-scripts/flow DESIGN_CONFIG=/design/flow/config.mk WORK_HOME=/design/flow/orfs finish
==> ./config.mk <==
export PLATFORM = sky130hd
export DESIGN_NAME = control_unit
export DESIGN_NICKNAME = control_unit
export VERILOG_FILES = /design/flow/design.v
export SDC_FILE = /design/flow/constraint.sdc
export NUM_CORES = 4
export LEC_CHECK = 1
export CORE_AREA = 10 10 70 70
export DIE_AREA = 0 0 80 80
==> ./constraint.sdc <==
current_design control_unit

set clk_period 1.4
set clk_io_pct 0.2

create_clock -name clk0 -period $clk_period

set non_clock_inputs [all_inputs -no_clocks]
set_input_delay [expr $clk_period * $clk_io_pct] -clock clk0 $non_clock_inputs
set_output_delay [expr $clk_period * $clk_io_pct] -clock clk0 [all_outputs]
==> reports/qor.txt <==
Status: finished, final reports clean
CP Buf/Inv Count: 4
CP most frequent cell: buf_4
Power, Total: 0.115 mW
# port buffers: 21
Library cells used by synthesis: 21
Worst path max stage delay: 0.22 ns
Std cell rows: 21
Floorplan Utilization: 5.27%
Switching power total: 0.0422 mW
Top-area cell share: 13.2%
YS warnings: 2
OpenROAD warning count: 34
Top Ports: 22
Min Tclk post-route: 1.36 ns
RSZ-0062 raised after global routing: true
Die x size: 80 um
Via density: 3.18
Aoi share: 25.7%
Leak Pwr: 0.289 nW
Largest net degree at the start of global routing: 7
Violation tally from detailed-route iteration zero: 24
Mean post-synth cell area: 7.51 sq um
Total track usage: 3.30%
Crit path max-delay family: buffers and inverters
Wire per inst: 10.5 um
Largest cells by area after synthesis: nor4b_4 13%, and4bb_4 9.0%, and2_1 6.9%
Synthesis-to-finish area growth: 226%
Type of the worst setup path: primary input to primary output
Hold crit path type: primary input to primary output
Worst-path cell with the longest stage delay: a41o_2
Number of remaining DRC errors: 0
Fmax: 733 MHz
Max cap viols: 0
RePlAce Congestion: 0.823
N_diodes: 0
Core area: 3420 sq um
Die H: 80 um
Final-layout clock buffer total: 0
First-pass GRT wire length: 1.73 mm
Yosys chip area: 180 sq um
Reg area: 0 sq um
Seq cells: 0
Sw Ratio: 36.8%
WL final: 1.07 mm
ANT nets after route: 0
Crit. End Element: primary output
Dominant comb cell: simple AND/OR/NAND/NOR gates
Top cells by count: 2 x a21oi_1, 2 x and2_1, 2 x nor4_1
CP cell instances: buf_6 -> nor2b_4 -> buf_4 -> a41o_2 -> buf_4 -> buf_2
Drt first pass iters: 4
# setup viols final: 0
Synth Cell Area: 180 sq um
Syn Inst Count: 24
Max Slew Vio Count: 0
Adder share: 0%
Ys cells: 24
Pwr dens: 195 nW/um^2
Fin. Hold Viols: 0
Placed cell areas: 485 sq um
Final Cycle Share: 97.5%
Startpoint Class: primary input
Critical path fanouts, max: 5
Total grt overflow: 0
Final core occ: 17.2%
Post-route cell area: 588 sq um
Synth Seq Share: 0%
Cell Int Power: 0.0726 mW
Chip area: 6400 sq um
Detailed placement HPWL: 840 um
Seq pwr share: 0%
Simple share: 66.0%
Area fraction in mux cells: 0%
Vias: 324
Post-synth top area cell: nor4b_4
Layout cells sized above 1: 71.4%
Arr. time, crit path: 1.08 ns
Crit path required time: 1.12 ns
Yosys xor share: 0%
Clock network fraction of total power: 0%
Vias in the first global route: 357
Combinational share of power: 100.0%
Initial antenna violation count: 0
VDD IR max: 63.5 uV
-- path summary, 6_finish.rpt --
kind,from,end,slack (ns),depth (start not counted)
worst max-delay path,Inst[3],ImmSel[0],0.04,6
worst min-delay path,Inst[2],WBSel[0],0.84,3
-- what timing repair did --
action | in CTS | in global routing
pin swaps | 11 | 6
buffers inserted | 5 | 2
endpoints found under the hold margin | 0 | 0
hold buffers | 0 | 0
gates resized | 69 | 16
setup endpoints to repair | 12 | 8
-- cell type report --
cell class	instances	area, sq um
Fill cell	392	2830
Inverter	1	3.75
Multi-Input combinational cell	22	224
Tap cell	46	57.6
Timing Repair Buffer	33	303
-- power by group through the flow --
stage	Clock [mW]	Combinational, mW	Sequential, mW
CTS	0	0.106	0
global route	0	0.125	0
finish	0	0.115	0
-- metrics by stage --
step / setup TNS [ns] / setup slack, ns / instances / hold WS, ns
final: 0 / 0.0355 / 102 / 0.842
after global routing: -0.0249 / -0.0168 / 102 / 0.875
after CTS: -0.195 / -0.168 / 101 / 0.842
after detailed placement: -9.26 / -0.880 / 96 / 1.51
after global placement: -9.14 / -0.875 / 96 / 1.52
after floorplan: 0 / 0.289 / 24 / 0.575
-- cells by family (layout without fill, tap and decap cells) --
logic type / Yosys count / count (layout)
other: 1 / 1
buffers and inverters: 2 / 34
AND-OR/OR-AND: 6 / 6
AND/OR/NAND/NOR: 15 / 15
-- cells in the final DEF (no fill, tap or decap) --
cell type        Yosys  layout
a21o_2               1       1
a21oi_2              0       2
a22o_4               0       1
a31oi_1              1       1
a41o_2               1       1
and2_1               2       1
and2_4               0       1
and3_1               1       1
and4b_1              1       1
and4bb_4             1       1
buf_12               0       1
buf_2                0       3
buf_4                1       8
buf_6                0       7
buf_8                0       2
clkbuf_2             0       4
clkdlybuf4s15_1      0       1
conb_1               1       1
dlygate4sd2_1        0       5
dlymetal6s2s_1       0       2
inv_1                1       1
nand2_2              0       1
nand2b_4             0       1
nor2_1               1       1
nor2_2               1       1
nor2b_4              0       1
nor3_4               0       1
nor4_1               2       1
nor4_2               0       1
nor4b_4              1       1
or2_4                0       1
-- per-layer routing --
| metal | part of all wire [%] | global-route usage (%) | up-vias |
|---|---|---|---|
| li1 | - | - | 156 |
| met5 | 0 | 0 | - |
| met2 | 36 | 4.65 | 20 |
| met3 | 19 | 2.39 | 0 |
| met4 | 0 | 0 | 0 |
| met1 | 45 | 4.23 | 148 |
No activity file was given, so power comes from the tool's default toggle rates.
