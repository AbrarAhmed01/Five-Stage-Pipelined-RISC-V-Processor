## ./design.v

```verilog
`timescale 1ns / 1ps
module imm_gen
(
    input [31:0] imm,
    input [2:0]ImmSel,
    output logic [31:0]sign_extend_value
);
    logic [11:0]immediate;
    always@(*)
    begin
        if(ImmSel == 3'b000)                   
        begin
            immediate = {imm[31:25], imm[11:7]};
            sign_extend_value = {{20{immediate[11]}}, immediate[11:0]};
        end
        else if(ImmSel == 3'b001)             
        begin
            sign_extend_value = {{12{imm[31]}}, imm[19:12], imm[20], imm[30:21], 1'b0};
        end
        else if(ImmSel == 3'b010)              
        begin
            sign_extend_value = {{20{imm[31]}}, imm[31:25], imm[11:7]};
        end
        else if(ImmSel == 3'b011)     
        begin
            sign_extend_value = {imm[31:12], 12'b0};
        end
        else                         
        begin
            immediate = imm[31:20];
            sign_extend_value = {{20{immediate[11]}}, immediate[11:0]};
        end
    end
endmodule
```

## ./run.sh

```bash
#!/bin/bash
# OpenROAD 26Q1-2900-gdf79404cd8, Yosys 0.63+post, stock flow scripts
make -C /OpenROAD-flow-scripts/flow DESIGN_CONFIG=/design/flow/config.mk WORK_HOME=/design/flow/orfs finish
```

## ./constraint.sdc

```tcl
current_design imm_gen

set clk_period 3.2
set clk_io_pct 0.2

create_clock -name clk0 -period $clk_period

set non_clock_inputs [all_inputs -no_clocks]
set_input_delay [expr $clk_period * $clk_io_pct] -clock clk0 $non_clock_inputs
set_output_delay [expr $clk_period * $clk_io_pct] -clock clk0 [all_outputs]
```

## ./config.mk

```make
export PLATFORM = sky130hd
export DESIGN_NAME = imm_gen
export DESIGN_NICKNAME = imm_gen
export VERILOG_FILES = /design/flow/design.v
export SDC_FILE = /design/flow/constraint.sdc
export NUM_CORES = 4
export LEC_CHECK = 1
export CORE_AREA = 10 10 70 70
export DIE_AREA = 0 0 80 80
```

==> run notes <==
yosys + openroad results -> outcome complete, no violations, synth warn 1, vias in the first global route 640, Startpoint Class input port, Resized Gates After CTS 0, FP Util 0.111, Routed Antenna Nets 0, Fmax 335 MHz, Detailed Routing Iterations Pass 1 2, Setup Viol. Count Final 0, first-pass GRT wire length 3050 um, pin count of the biggest net entering global routing 16, Non-Filler Instances 146, clk_buf instances 0, delay of the slowest critical-path stage 470 ps, Largest delay share family, worst path buffers and inverters, Hold Violations, Final 0, GP Congestion 0.847, die height 80 um, Yosys Instances 44, Chip Area, Yosys 380 um^2, drc violations 0, drt via density 3.78, setup ws final 217 ps, Pwr Density 137 nW/um^2, setup bufs post-CTS 0, Port Buffers 60, cells after synthesis 44, WP buf/inv 3, Post-DP Area 990 um^2, Post-DP HPWL 1770 um, most numerous logic cell after layout clkdlybuf4s50_1, initial drt markers 1, worst hold margin 2150 ps, detailed-route via count 552, Worst Hold Class in2out, Avg Cell Area, Syn 8.64 um^2, Pwr Total 0.135 mW, Inst Count DP 146, Req. time, crit path 2560 ps, leading area contributor after synthesis a21o_2, setup TNS 0 ps, Slew @ Worst Pin 352 ps, CP max FO 15, final wirelength 1980 um, Crit. End Element output port, maximum vdd drop 0.0418 mV, dpl ws 181 ps, CP most frequent cell clkdlybuf4s50_1, top-area cell type share of the netlist area 0.276, RSZ-0062 raised after global routing false, Syn Std Cell Area 380 um^2, Yosys cell types 15, # IOs 67, fin area 990 um^2, Row Count 21, register area 0 um^2, chip area 6400 um^2, WP data arrival 2340 ps, post-layout util 0.290, initial antenna violation count 0, Inserted Diodes 0, cycle use final 0.932, seq_cells 0, GRT Total Usage 0.0573, synth top area cells a21o_2 (28%), a21o_1 (16%), and2b_2 (14%), Overflow after GRT 0, CORE AREA 3420 um^2, Avg WL per Cell 13.6 um, relative slew slack 0.764, Cell Chain, Critical Path clkdlybuf4s50_1 > and3b_1 > buf_4 > and2b_2 > clkdlybuf4s50_1, number of logged tool warnings 39, Die Wd 80 um, kind of critical path in2out, Synth Seq Share 0, layout cell share with drive strength beyond 1 0.240, Filler cells 376, Max-Cap Viols 0, Lkg Pwr 0.453 nW, minimum clock period 2980 ps, Top Layout Cells clkdlybuf4s50_1 (60), a21o_2 (12), a21o_1 (8), Slowest-stage cell, CP clkdlybuf4s50_1, Syn-to-layout area delta 160%, CTS Hold Buffers Added 0, max-slew violation count 0
-- synthesized netlist by cell type, drive strengths merged --
cell type and number:
a21o 20, nor2b 3, and3b 1, buf 6
a31o 1, a22o 5, nor2 1, inv 1
and2b 6
-- final timing paths --
path / start / endpoint / slack, ps / cells past startpoint
max: ImmSel[2] / sign_extend_value[9] / 220 / 5
min: imm[31] / sign_extend_value[31] / 2150 / 2
-- per-layer routing --
metal / global-route usage / part of all wire / wire, um / vias up
met2: 0.0923 / 0.41 / 811 / 43
met5: 0 / 0 / 0 / -
met4: 0 / 0 / 0 / 0
met1: 0.0626 / 0.40 / 791 / 236
met3: 0.0432 / 0.19 / 378 / 0
li1: - / - / - / 273
-- area by class of cell --
class | count | area (um^2) | area share
well taps | 46 | 57.6 | 0.0582
repair buffers | 62 | 616 | 0.622
multi-input cells | 37 | 313 | 0.316
inverters | 1 | 3.75 | 0.00379
-- cells by family (layout without fill, tap and decap cells) --
| family | count (synthesis) | after routing | share of synthesized area |
|---|---|---|---|
| compound gates | 26 | 26 | 0.576 |
| buf+inv | 7 | 63 | 0.178 |
| simple gates | 11 | 11 | 0.247 |
-- report_power, final --
group          leakage [nW]  switching, mW  internal [mW]
clock network             0              0              0
logic                 0.453         0.0320          0.103
registers                 0              0              0
Power is estimated from default activity; no workload was simulated.
