`/design/flow/config.mk`:
```
export PLATFORM = sky130hd
export DESIGN_NAME = alu_logic
export DESIGN_NICKNAME = alu_logic
export VERILOG_FILES = /design/flow/design.v
export SDC_FILE = /design/flow/constraint.sdc
export NUM_CORES = 4
export LEC_CHECK = 1
export CORE_UTILIZATION = 50
```
`/design/flow/constraint.sdc`:
```
current_design alu_logic

set clk_period 11.3
set clk_io_pct 0.2

create_clock -name clk0 -period $clk_period

set non_clock_inputs [all_inputs -no_clocks]
set_input_delay [expr $clk_period * $clk_io_pct] -clock clk0 $non_clock_inputs
set_output_delay [expr $clk_period * $clk_io_pct] -clock clk0 [all_outputs]
```
`/design/flow/design.v`:
```
`timescale 1ns / 1ps
module alu_logic
(
    input [31:0]rs1,
    input [31:0]rs2,
    input [3:0]opcode,
    output logic [31:0]rd
);
    always @(*)
    begin
        case(opcode)
            4'b0000: rd = rs1 + rs2;                         
            4'b0001: rd = rs1 - rs2;                         
            4'b0010: rd = rs1 << rs2[4:0];                   
            4'b0011: rd = rs2;								 
            4'b0100:
                begin
                    rd = $signed(rs1) < $signed(rs2) ? 32'b1 : 32'b0;       
                end
            4'b0110: 
                begin
                    rd = (rs1 < rs2) ? 32'b1 : 32'b0;     
                end
            4'b1000: rd = rs1 ^ rs2;                         
            4'b1010: rd = rs1 >> rs2[4:0];                   
            4'b1011: rd = $signed(rs1) >>> rs2[4:0];                  
            4'b1100: rd = rs1 | rs2;                         
            4'b1110: rd = rs1 & rs2;                         
            default: rd = 32'b0;                             
        endcase
    end
endmodule
```
`/design/flow/run.sh`:
```
#!/bin/bash
# OpenROAD 26Q1-2900-gdf79404cd8, Yosys 0.63+post, stock flow scripts
make -C /OpenROAD-flow-scripts/flow DESIGN_CONFIG=/design/flow/config.mk WORK_HOME=/design/flow/orfs finish
```
==> impl_metrics.env <==
# flow metrics
export IMPL_status="finished clean"
export IMPL_period_used=0.842
export IMPL_netlist_area_mm2=0.00882
export IMPL_grt_pass1_wl_mm=58.4
export IMPL_cp_start_kind="input port"
export IMPL_hold_viol=0
export IMPL_die_area_mm2=0.0182
export IMPL_peakVddDrop_uv=35.3
export IMPL_clock_buffers=0
export IMPL_arrival_ns=7.26
export IMPL_ios=100
export IMPL_hold_class="input port to output pin"
export IMPL_wl_per_cell_um=25.2
export IMPL_synth_top_cell_by_area="ha_1"
export IMPL_fin_tns_setup_ns=0
export IMPL_fmax_mhz=105
export IMPL_die_width_um=135
export IMPL_syn_inst=1292
export IMPL_maxSlewViolCount=0
export IMPL_place_ws_ns=1.98
export IMPL_wl_mm=38.7
export IMPL_final_area_mm2=0.00987
export IMPL_warning_count=98
export IMPL_cts_repair_resized=0
export IMPL_period_minus_slack_ns=9.52
export IMPL_drtAntennaViolNets=0
export IMPL_leakagePower_uw=0.00417
export IMPL_synth_area_top_cells="ha_1, mux4_2, mux2i_1"
export IMPL_final_layout_size_suffix_gt1_frac=0.0685
export IMPL_gp_congestion=1.07
export IMPL_p_per_area_mw_per_mm2=50.8
export IMPL_die_h_um=135
export IMPL_ff_count=0
export IMPL_slowest_delay_ns=0.85
export IMPL_min_from="rs2[0]"
export IMPL_drtIter0Drc=1298
export IMPL_p_total_uw=502
export IMPL_cpMaxStageDelayCell="a2111oi_0"
export IMPL_coreArea_mm2=0.0172
export IMPL_yosys_cell_types_count=80
export IMPL_fp_util=0.512
export IMPL_post_dp_hpwl_mm=30.3
export IMPL_routed_via_density=6.98
export IMPL_cts_setup_buffers=0
export IMPL_power_switching_uw=299
export IMPL_comb_area_mm2=0.00806
export IMPL_max_cap_violations=0
export IMPL_regArea_um2=0
export IMPL_first_pass_iters=6
export IMPL_criticalPathCategory="input port to output pin"
export IMPL_rsz0062_at_grt="false"
export IMPL_yosys_area_mm2=0.00882
export IMPL_p_comb_frac=1.000
export IMPL_critPathLaunch="rs2[4]"
export IMPL_antenna_found_initial=1
export IMPL_num_rows=48
export IMPL_grt_pass1_vias=9858
export IMPL_p_int_uw=202
export IMPL_ys_cells=1292
export IMPL_worstMarginPinSlew_ns=0.935
export IMPL_max_slew_margin=0.361
export IMPL_seqPwrFrac=0
export IMPL_io_buffer_count=100
export IMPL_finalSetupViolCount=0
export IMPL_yosys_warnings=1
export IMPL_crit_fanout=38
export IMPL_vias=10700
export IMPL_setup_slack_ns=1.78
export IMPL_nFillCells=1702
export IMPL_synth_top_area_share=0.138
export IMPL_drc=0
export IMPL_crit_path_frequent_cell="clkdlybuf4s50_1"
export IMPL_holdBufCountCts=0
export IMPL_overflow=0
export IMPL_synth_seq_share=0
export IMPL_cp_required_ns=9.04
export IMPL_area_growth_pct=11.8
export IMPL_path_cells="clkdlybuf4s50_1 > buf_4 > clkinv_1 > ha_1 > a2111o_1 > a211oi_2 > nor3_1 > a2111oi_0 > nor4bb_1 > or4_1 > o221ai_1 > clkdlybuf4s50_1"
export IMPL_grt_max_degree=66
export IMPL_avgSynthCellArea_um2=6.83
export IMPL_crit_path_end_kind="output pin"
export IMPL_clockPowerShare=0
export IMPL_grt_usage=0.432
export IMPL_postPlaceCellArea_mm2=0.00987
export IMPL_route_antenna_diode_count=0
export IMPL_p_sw_frac=0.597
export IMPL_postLayoutCoreUtil=0.572
-- power by group through the flow --
| stage | clock network (uW) | logic [uW] | registers (uW) |
|---|---|---|---|
| CTS | 0 | 486 | 0 |
| global route | 0 | 536 | 0 |
| finish | 0 | 502 | 0 |
-- placed cells by master (no fill, tap or decap), types with 21 or more instances in the layout --
cell	netlist	final
nand2_1	106	106
nor2_1	139	138
nand3_1	23	23
ha_1	97	97
a21oi_1	116	116
a21o_1	21	21
mux2i_1	69	69
mux4_2	36	36
o21ai_0	83	83
clkdlybuf4s50_1	0	97
inv_1	96	95
buf_4	3	23
o211ai_1	22	22
-- area by class of cell --
type | instances | area share
Multi-Input combinational cell | 1093 | 0.817
Timing Repair Buffer | 122 | 0.117
Inverter | 98 | 0.0373
Tap cell | 225 | 0.0285
-- through the flow --
step / hold slack (ns) / instances
after global routing: 5.78 / 1538
final: 5.71 / 1538
after CTS: 5.70 / 1538
after detailed placement: 5.71 / 1538
after floorplan: 4.68 / 1292
after global placement: 5.70 / 1538
-- Yosys cell counts, types with 20 or more instances --
cell type and number:
a211oi_1 20, a21o_1 21, a21oi_1 116, a221oi_1 20, a22oi_1 20, clkbuf_1 63, ha_1 97, inv_1 96
mux2i_1 69, mux4_2 36, nand2_1 106, nand3_1 23, nor2_1 139, nor3_1 21, o211ai_1 22, o21ai_0 83
-- cell families after synthesis --
logic type / Yosys count / synth area share
compound gates: 467 / 0.358
xor+xnor: 18 / 0.0179
fa+ha+maj: 99 / 0.142
buf+inv: 199 / 0.0892
mux: 116 / 0.184
simple gates: 393 / 0.208
-- path summary, 6_finish.rpt --
path / endpoint / cells past startpoint
setup / recovery: rd[31] / 12
hold / removal: rd[0] / 6
-- worst max-delay path: cells and delay by family --
kind,cells,cell delay (ns)
simple gates,3,0.84
fa+ha+maj,1,0.59
compound gates,4,1.67
buf+inv,4,1.86
-- routing by layer --
layer,part of all wire,up-vias,track usage
met3,0.12,85,0.111
met5,0.00034,-,0
met4,0.033,2,0.125
met2,0.42,672,0.619
li1,-,4915,-
met1,0.43,5056,0.639
No activity file was given, so power comes from the tool's default toggle rates.
